==> flow/design.v <==
module movement_alt(
	input wire up,
	input wire down,
    input wire left,
    input wire right,
    input wire rst,
    input wire enable,
    input wire [63:0] inTilevals,
    output reg [63:0] outTilevals
	);
	 integer i;
    reg [3:0] tilevals [0:3][0:3];
    always @(*) begin
        tilevals[0][0] = inTilevals[63:60];    
        tilevals[0][1] = inTilevals[59:56];
        tilevals[0][2] = inTilevals[55:52];
        tilevals[0][3] = inTilevals[51:48];
        tilevals[1][0] = inTilevals[47:44];    
        tilevals[1][1] = inTilevals[43:40];
        tilevals[1][2] = inTilevals[39:36];
        tilevals[1][3] = inTilevals[35:32];
        tilevals[2][0] = inTilevals[31:28];    
        tilevals[2][1] = inTilevals[27:24];
        tilevals[2][2] = inTilevals[23:20];
        tilevals[2][3] = inTilevals[19:16];
        tilevals[3][0] = inTilevals[15:12];    
        tilevals[3][1] = inTilevals[11:8];
        tilevals[3][2] = inTilevals[7:4];
        tilevals[3][3] = inTilevals[3:0];
        if (rst) begin
            tilevals[0][0] = 4'd0;
            tilevals[0][1] = 4'd0;
            tilevals[0][2] = 4'd0;
            tilevals[0][3] = 4'd0;
            tilevals[1][0] = 4'd0;
            tilevals[1][1] = 4'd0;
            tilevals[1][2] = 4'd0;
            tilevals[1][3] = 4'd0;
            tilevals[2][0] = 4'd0;
            tilevals[2][1] = 4'd0;
            tilevals[2][2] = 4'd0;
            tilevals[2][3] = 4'd0;
            tilevals[3][0] = 4'd0;
            tilevals[3][1] = 4'd0;
            tilevals[3][2] = 4'd0;
            tilevals[3][3] = 4'd0;
        end
        else if (down) begin
            for(i=0; i<4; i=i+1) begin     
                if (tilevals[0][i] == 4'd0) begin
                    tilevals[0][i] = tilevals[1][i];
                    tilevals[1][i] = tilevals[2][i];
                    tilevals[2][i] = tilevals[3][i];
                    tilevals[3][i] = 4'd0;
                end
                else if (tilevals[0][i] == tilevals[1][i]) begin
                    tilevals[0][i] = tilevals[0][i] + 4'd1;
                    tilevals[1][i] = tilevals[2][i];
                    tilevals[2][i] = tilevals[3][i];
                    tilevals[3][i] = 4'd0;
                end
                else begin   
                    if (tilevals[1][i] == 4'd0) begin
                        tilevals[1][i] = tilevals[2][i];
                        tilevals[2][i] = tilevals[3][i];
                        tilevals[3][i] = 4'd0;
                    end
                    else if (tilevals[1][i] == tilevals[2][i]) begin
                        tilevals[1][i] = tilevals[1][i] + 4'd1;
                        tilevals[2][i] = tilevals[3][i];
                        tilevals[3][i] = 4'd0;
                    end
                    else begin   
                        if (tilevals[2][i] == 4'd0) begin
                            tilevals[2][i] = tilevals[3][i];
                            tilevals[3][i] = 4'd0;
                        end
                        else if (tilevals[2][i] == tilevals[3][i]) begin
                            tilevals[2][i] = tilevals[2][i] + 4'd1;
                            tilevals[3][i] = 4'd0;
                        end
                        else begin
                        end
                    end
                end
            end
        end  
        else if (up) begin
            for(i=0; i<4; i=i+1) begin     
                if (tilevals[3][i] == 4'd0) begin
                    tilevals[3][i] = tilevals[2][i];
                    tilevals[2][i] = tilevals[1][i];
                    tilevals[1][i] = tilevals[0][i];
                    tilevals[0][i] = 4'd0;
                end
                else if (tilevals[3][i] == tilevals[2][i]) begin
                    tilevals[3][i] = tilevals[3][i] + 4'd1;
                    tilevals[2][i] = tilevals[1][i];
                    tilevals[1][i] = tilevals[0][i];
                    tilevals[0][i] = 4'd0;
                end
                else begin   
                    if (tilevals[2][i] == 4'd0) begin
                        tilevals[2][i] = tilevals[1][i];
                        tilevals[1][i] = tilevals[0][i];
                        tilevals[0][i] = 4'd0;
                    end
                    else if (tilevals[2][i] == tilevals[1][i]) begin
                        tilevals[2][i] = tilevals[2][i] + 4'd1;
                        tilevals[1][i] = tilevals[0][i];
                        tilevals[0][i] = 4'd0;
                    end
                    else begin   
                        if (tilevals[1][i] == 4'd0) begin
                            tilevals[1][i] = tilevals[0][i];
                            tilevals[0][i] = 4'd0;
                        end
                        else if (tilevals[1][i] == tilevals[0][i]) begin
                            tilevals[1][i] = tilevals[1][i] + 4'd1;
                            tilevals[0][i] = 4'd0;
                        end
                        else begin
                        end
                    end
                end
            end
        end  
        else if (left) begin
            for(i=0; i<4; i=i+1) begin     
                if (tilevals[i][3] == 4'd0) begin
                    tilevals[i][3] = tilevals[i][2];
                    tilevals[i][2] = tilevals[i][1];
                    tilevals[i][1] = tilevals[i][0];
                    tilevals[i][0] = 4'd0;
                end
                else if (tilevals[i][3] == tilevals[i][2]) begin
                    tilevals[i][3] = tilevals[i][3] + 4'd1;
                    tilevals[i][2] = tilevals[i][1];
                    tilevals[i][1] = tilevals[i][0];
                    tilevals[i][0] = 4'd0;
                end
                else begin   
                    if (tilevals[i][2] == 4'd0) begin
                        tilevals[i][2] = tilevals[i][1];
                        tilevals[i][1] = tilevals[i][0];
                        tilevals[i][0] = 4'd0;
                    end
                    else if (tilevals[i][2] == tilevals[i][1]) begin
                        tilevals[i][2] = tilevals[i][2] + 4'd1;
                        tilevals[i][1] = tilevals[i][0];
                        tilevals[i][0] = 4'd0;
                    end
                    else begin   
                        if (tilevals[i][1] == 4'd0) begin
                            tilevals[i][1] = tilevals[i][0];
                            tilevals[i][0] = 4'd0;
                        end
                        else if (tilevals[i][1] == tilevals[i][0]) begin
                            tilevals[i][1] = tilevals[i][1] + 4'd1;
                            tilevals[i][0] = 4'd0;
                        end
                        else begin
                        end
                    end
                end
            end
        end  
        else if (right) begin
            for(i=0; i<4; i=i+1) begin     
                if (tilevals[i][0] == 4'd0) begin
                    tilevals[i][0] = tilevals[i][1];
                    tilevals[i][1] = tilevals[i][2];
                    tilevals[i][2] = tilevals[i][3];
                    tilevals[i][3] = 4'd0;
                end
                else if (tilevals[i][0] == tilevals[i][1]) begin
                    tilevals[i][0] = tilevals[i][0] + 4'd1;
                    tilevals[i][1] = tilevals[i][2];
                    tilevals[i][2] = tilevals[i][3];
                    tilevals[i][3] = 4'd0;
                end
                else begin   
                    if (tilevals[i][1] == 4'd0) begin
                        tilevals[i][1] = tilevals[i][2];
                        tilevals[i][2] = tilevals[i][3];
                        tilevals[i][3] = 4'd0;
                    end
                    else if (tilevals[i][1] == tilevals[i][2]) begin
                        tilevals[i][1] = tilevals[i][1] + 4'd1;
                        tilevals[i][2] = tilevals[i][3];
                        tilevals[i][3] = 4'd0;
                    end
                    else begin   
                        if (tilevals[i][2] == 4'd0) begin
                            tilevals[i][2] = tilevals[i][3];
                            tilevals[i][3] = 4'd0;
                        end
                        else if (tilevals[i][2] == tilevals[i][3]) begin
                            tilevals[i][2] = tilevals[i][2] + 4'd1;
                            tilevals[i][3] = 4'd0;
                        end
                        else begin
                        end
                    end
                end
            end
        end  
        outTilevals[63:60] = tilevals[0][0];
        outTilevals[59:56] = tilevals[0][1];
        outTilevals[55:52] = tilevals[0][2];
        outTilevals[51:48] = tilevals[0][3];
        outTilevals[47:44] = tilevals[1][0];
        outTilevals[43:40] = tilevals[1][1];
        outTilevals[39:36] = tilevals[1][2];
        outTilevals[35:32] = tilevals[1][3];
        outTilevals[31:28] = tilevals[2][0];
        outTilevals[27:24] = tilevals[2][1];
        outTilevals[23:20] = tilevals[2][2];
        outTilevals[19:16] = tilevals[2][3];
        outTilevals[15:12] = tilevals[3][0];
        outTilevals[11:8] = tilevals[3][1];
        outTilevals[7:4] = tilevals[3][2];
        outTilevals[3:0] = tilevals[3][3];
    end
endmodule
==> flow/run.sh <==
#!/bin/bash
# OpenROAD 26Q1-2900-gdf79404cd8, Yosys 0.63+post, stock flow scripts
make -C /OpenROAD-flow-scripts/flow DESIGN_CONFIG=/design/flow/config.mk WORK_HOME=/design/flow/orfs finish
==> flow/config.mk <==
export PLATFORM = sky130hd
export DESIGN_NAME = movement_alt
export DESIGN_NICKNAME = movement_alt
export VERILOG_FILES = /design/flow/design.v
export SDC_FILE = /design/flow/constraint.sdc
export NUM_CORES = 4
export LEC_CHECK = 1
export CORE_UTILIZATION = 50
==> flow/constraint.sdc <==
current_design movement_alt

set clk_period 7.5
set clk_io_pct 0.2

create_clock -name clk0 -period $clk_period

set non_clock_inputs [all_inputs -no_clocks]
set_input_delay [expr $clk_period * $clk_io_pct] -clock clk0 $non_clock_inputs
set_output_delay [expr $clk_period * $clk_io_pct] -clock clk0 [all_outputs]
==> run notes <==
yosys + openroad results -> register area 0 µm², max-slew violations 0, DP Worst Slack 0.883 ns, drt via density 6.51, Setup violations, final 0, OpenROAD warnings 50, Synth Area per Inst 6.40 µm², flop count 0, CTS resizes 0, area share, top type 0.0866, largest net degree at the start of global routing 47, GRT Residual Overflow 0, share of cells above drive strength 1 0.0795, status complete, no violations, relative slew slack 0.387, Seq share, synth 0, IO Port Bufs 133, Filler cells 1771, die area 18900 µm², ANT cells 0, DP Cell Count 1688, Die Width 138 µm, CP peak stage delay 0.90 ns, Area after DPL 10400 µm², DRC viols 0, cts hold-fix bufs 0, post-layout util 0.578, most numerous logic cell after layout nand2_1, drt first pass iters 8, CP required 6.00 ns, total power 0.728 mW, fp util 0.510, Post-Syn Area 9200 µm², RSZ-0062 raised after global routing false, crit path cell chain clkdlybuf4s50_1 > xnor2_1 > and4_1 > inv_1 > nand2_1 > nor3_2 > nand3_1 > a221o_1 > a221oi_1 > clkdlybuf4s50_1, area of the multi-input gates 8120 µm², Hold Fails Final Rpt 0, initial antenna violation count 0, core area 18000 µm², Slew @ Worst Pin 0.911 ns, yosys stat chip area 9200 µm², vias in the first global route 9371, crit path kind input pin to output port, design area 10400 µm², Final period util 0.899, Routability Congestion 0.979, vias after detailed routing 11000, hold crit path type input pin to output port, cell area power density 69.9 nW/µm², P&R area growth vs syn 13.3%, I/O pins 134, crit path max fanout 14, non-filler cells, final 1688, Final WS setup 0.755 ns, Top cells excl fill/tap nand2_1 (166), clkdlybuf4s50_1 (130), nor2_1 (113), Pleak 3.96 nW, WP data arrival 5.24 ns, Synth cell types 82, slowest CP cell clkdlybuf4s50_1, Detail Placement HPWL 24.8 mm, post-CTS setup buffer count 0, worst hold slack 3.94 ns, CP endpoint kind output port, wire per inst 20.9 µm, Highest Clock Rate 0.148 GHz, GRT Overall Usage 0.370, top cells by area xnor2_1 (8.7%), nand2_1 (6.8%), ha_1 (6.5%), xor2_1 (5.9%), mux2i_1 (5.7%), CP Launch Type input pin, Max VDD drop 0.0398 mV, Final min period 6.74 ns, yosys warning tally 2, Max-Cap Viols 0, cell taking the most area after synthesis xnor2_1, # rows 49, final WL 35.3 mm, Routed Antenna Nets 0, Post-Syn Instances 1438, die height 138 µm, Fin Setup TNS 0 ns, clock buf count 0, ys cells 1438, first-pass GRT wire length 53.9 mm, initial drt markers 1059, Most Frequent Cell on Critical Path clkdlybuf4s50_1
-- cells in the mapped netlist, drive strengths merged, types with 13 or more instances --
cell type and number:
xor2 66, a21oi 87, o22ai 25, and3 13
a31oi 22, o31ai 17, mux2i 52, o21ai 96
nor2 115, xnor2 91, nor3b 13, a221oi 23
inv 63, nor4 22, nor3 33, o211ai 27
a211oi 34, nand4 24, clkbuf 77, nand2 166
nand3 51, ha 48, buf 96
-- worst max-delay path, delay by kind of cell --
kind | cells | cell delay (ns)
AOI/OAI and AO/OA | 2 | 0.60
buffers and inverters | 3 | 1.78
and+or+nand+nor | 4 | 1.23
xor gates and xnor gates | 1 | 0.12
-- area by class of cell --
class,count,area share
inverters,65,0.0234
repair buffers,194,0.170
multi-input cells,1200,0.779
well taps,229,0.0275
-- per-layer routing --
layer  up-vias  wire length (µm)  GRT usage
met5         -                 0          0
met4         0              1050      0.100
met3        64              3100     0.0533
met2       569             15400      0.559
met1      5067             15800      0.544
li1       5284                 -          -
-- power breakdown --
part | switching [mW] | internal (mW) | leakage (nW) | total, mW
Combinational | 0.419 | 0.309 | 3.96 | 0.728
Clock | 0 | 0 | 0 | 0
Sequential | 0 | 0 | 0 | 0
Total | 0.419 | 0.309 | 3.96 | 0.728
-- final timing paths --
kind	startpoint	endpoint	slack, ns	cells past startpoint
worst max-delay path	inTilevals[29]	outTilevals[16]	0.76	10
worst min-delay path	down	outTilevals[12]	3.94	4
-- cells by family after synthesis --
| kind of cell | count (synthesis) | share of synthesized area |
|---|---|---|
| AOI/OAI and AO/OA | 442 | 0.324 |
| xor gates and xnor gates | 157 | 0.153 |
| adders and majority gates | 48 | 0.0653 |
| buffers and inverters | 238 | 0.118 |
| muxes | 56 | 0.0615 |
| and+or+nand+nor | 497 | 0.279 |
Power and IR drop assume default switching activity.
